===== design/flow/run.sh =====
#!/bin/bash
# OpenROAD 26Q1-2900-gdf79404cd8, Yosys 0.63+post, stock flow scripts
make -C /OpenROAD-flow-scripts/flow DESIGN_CONFIG=/design/flow/config.mk WORK_HOME=/design/flow/orfs finish

===== design/flow/config.mk =====
export PLATFORM = sky130hd
export DESIGN_NAME = VendingMachine
export DESIGN_NICKNAME = VendingMachine
export VERILOG_FILES = /design/flow/design.v
export SDC_FILE = /design/flow/constraint.sdc
export NUM_CORES = 4
export LEC_CHECK = 1
export CORE_AREA = 10 10 70 70
export DIE_AREA = 0 0 80 80

===== design/flow/constraint.sdc =====
current_design VendingMachine

set clk_period 1.6
set clk_io_pct 0.2

create_clock -name clk0 -period $clk_period [get_ports {clk}]

set non_clock_inputs [all_inputs -no_clocks]
set_input_delay [expr $clk_period * $clk_io_pct] -clock clk0 $non_clock_inputs
set_output_delay [expr $clk_period * $clk_io_pct] -clock clk0 [all_outputs]

===== design/flow/design.v =====
`timescale 1ns / 1ps
module VendingMachine(
    input clk,                     
    input rst,                     
    input [2:0] product_code,      
    input online_payment,          
    input start,                   
    input cancel,                  
    input [6:0] total_coin_value,  
    output reg [3:0] state,                
    output reg dispense_product,          
    output reg [6:0] return_change,       
    output reg [6:0] product_price        
);
localparam IDLE_STATE = 4'b0000;
localparam SELECT_PRODUCT_STATE = 4'b0001;
localparam PEN_SELECTION_STATE = 4'b0010;
localparam NOTEBOOK_SELECTION_STATE = 4'b0011;
localparam COKE_SELECTION_STATE = 4'b0100;
localparam LAYS_SELECTION_STATE = 4'b0101;
localparam WATER_BOTTLE_SELECTION_STATE = 4'b0110;
localparam DISPENSE_AND_RETURN_STATE = 4'b0111;
parameter WATER_BOTTLE_PRICE = 7'd20;
parameter LAYS_PRICE = 7'd35;
parameter COKE_PRICE = 7'd30;
parameter PEN_PRICE = 7'd15;
parameter NOTEBOOK_PRICE = 7'd50;
reg [3:0] current_state;
reg [3:0] next_state;
reg [6:0] product_price_reg;
reg [6:0] return_change_reg;
always @(posedge clk or posedge rst) begin
    if (rst) begin
        current_state <= IDLE_STATE;
        product_price_reg <= 0;
        return_change_reg <= 0;
    end else begin
        current_state <= next_state;
        product_price_reg <= product_price_reg;  
        return_change_reg <= return_change_reg;  
    end
end
always @(*) begin
    case (current_state)
        IDLE_STATE: begin
            if (start)
                next_state = SELECT_PRODUCT_STATE;
            else if (cancel)
                next_state = IDLE_STATE;
            else 
                next_state = IDLE_STATE;
        end    
        SELECT_PRODUCT_STATE: begin
            case (product_code)
                3'b000: begin
                    next_state = PEN_SELECTION_STATE;  
                    product_price_reg = PEN_PRICE;
                end
                3'b001: begin
                    next_state = NOTEBOOK_SELECTION_STATE;  
                    product_price_reg = NOTEBOOK_PRICE;
                end
                3'b010: begin
                    next_state = COKE_SELECTION_STATE;  
                    product_price_reg = COKE_PRICE;
                end
                3'b011: begin
                    next_state = LAYS_SELECTION_STATE;  
                    product_price_reg = LAYS_PRICE;
                end
                3'b100: begin
                    next_state = WATER_BOTTLE_SELECTION_STATE;  
                    product_price_reg = WATER_BOTTLE_PRICE;
                end
                default: begin
                    next_state = IDLE_STATE;  
                    product_price_reg = 0;
                end
            endcase
        end
        PEN_SELECTION_STATE, NOTEBOOK_SELECTION_STATE, COKE_SELECTION_STATE, LAYS_SELECTION_STATE, WATER_BOTTLE_SELECTION_STATE: begin
            if (cancel) begin 
                next_state = IDLE_STATE;
                return_change_reg = total_coin_value;
            end
            else if (total_coin_value >= product_price_reg)
                next_state = DISPENSE_AND_RETURN_STATE;
            else if (online_payment)
                next_state = DISPENSE_AND_RETURN_STATE;
            else
                next_state = current_state;  
        end
        DISPENSE_AND_RETURN_STATE: begin
            next_state = IDLE_STATE;
            if (online_payment)
                return_change_reg = 0;  
            else if (total_coin_value >= product_price_reg)
                return_change_reg = total_coin_value - product_price_reg;
        end
    endcase
end
always @(*) begin
    state = current_state;
    case (current_state)
        DISPENSE_AND_RETURN_STATE: begin
            dispense_product = 1;
            return_change = return_change_reg;
            product_price = product_price_reg;
        end
        default: begin
            dispense_product = 0;
            return_change = 0;
            product_price = 0;  
        end
    endcase
end
endmodule

==> Changelog: implementation <==
## Implementation

* Via count at 288
* Remaining DRCs at 0
* Main area contributors: buf_4 (30%), dfrtp_1 (20%), dlxtn_1 (12%)
* Crit path kind: reg -> out
* Asr flop ratio synth at 50.0%
* # IOs at 34
* Via count of the first global-routing pass at 290
* Yosys simple share at between 15 and 20%
* Register pins left without a clock at 3
* Placer congestion estimate at ~0.65
* CP required at between 1000 and 1500 ps
* Register area at roughly 120 µm²
* Antenna violations before repair at 0
* Post-DP HPWL at roughly 760 µm
* Die Ht at 80 µm
* Initial detailed-routing violation count at 28
* Core area at 3420 µm²
* Number of unconstrained endpoints at 6
* WP data arrival at 1210 ps
* CTS buffer count at 3
* Area fraction in mux cells at 2.68%
* Tool warning count at 33
* Xor+xnor area frac at 0%
* Comb gate area at ~180 µm²
* Top cell area share at 30.1%
* Critical Path Fanout Max at 2
* Yosys stat chip area at 374 µm²
* Worst-path clk slew at 40 ps
* Top cells excl fill/tap: conb_1 (15), clkdlybuf4s50_1 (10)
* Yosys Instances at 41
* Status: complete, no violations
* DP Worst Slack at 216 ps
* Static Leak at 0.000231 µW
* Antenna Nets Post-Route at 0
* Finished Cell Area at 520 µm²
* Post-Syn Area at 374 µm²
* Ant. Diodes at 0
* DR pass1 iterations at 4
* Routed WL at 884 µm
* Post-synth regs at 6
* Post-synth top area cell: buf_4
* Setup TNS at 0 ps
* Max-Cap Viols at 0
* Cts repair resizes at 0
* Synth cell types at 19
* Final Hold Violation Tally at 0
* Largest net degree at the start of global routing at 7
* Cycle use final at between 90% and 100%
* Synth Area per Inst at 9.12 µm²
* Final Max Tran Viols at 0
* Max IR drop VDD at 0.0765 mV
* Most frequent logic cell in the layout: conb_1
* Fill count at 395
* Port Buf Inserts at 10
* Placed instance area at 487 µm²
* Post-route minimum period at between 1500 and 2000 ps
* AO/OA Area Share at 10.0%
* Vias per cell at between 2 and 3
* TritonCTS clock tree: yes
* Count of library flops with an enable pin at 0
* Share of cells above drive strength 1 at 12.3%
* RSZ-0062 raised after global routing: no
* Placed cells at 98
* Cells after synthesis at between 40 and 50
* Commonest flop: dlxtn_1
* Pwr/cell area at roughly 470 nW/µm²
* Total GRT Usage at between 2 and 2.5%
* FA/HA/MAJ Cells, Area Fraction at 3.34%
* Die Area at approximately 6400 µm²
* Initial Utilization at 11.0%
* First-pass GRT wire length at 1240 µm
* Critical path launch point type: flip-flop
* CTS HTree Levels at 1
* CTS Buffer Depth at 2
* Finished Layout Cells at 103
* Yosys warning count at 29
* Logic family by area: buffers and inverters
* Routed wire per std cell at 8.58 µm
* Area growth syn-to-layout at 39.1%
* FP Rows at 21
* Crit end category: output port
* Final setup margin at 65.2 ps
* Max Clock Freq at approximately 650 MHz
* Total power at 245 µW
* Worst Hold Class: in -> async
* Final setup fails at 0
* Remaining global-route overflow at 0
* Die outline width at 80 µm
* Root Driver: clkbuf_4
## final timing paths
kind	slack (ps)	from	endpoint	cells past startpoint
max in group asynchronous	1220	rst	current_state[2]$_DFF_PP0_	2
worst max-delay path	70	current_state[0]$_DFF_PP0_	dispense_product	2
worst min-delay path	250	rst	current_state[0]$_DFF_PP0_	2
min in group clk0	1480	current_state[1]$_DFF_PP0_	state[1]	2
## critical path, stage by stage, from the launching register on
cell	delay, ps
dfrtp_1	370
and3_2	200
clkdlybuf4s50_1	410
## per-stage QoR
stage / hold WS, ps / utilization (%)
5_1_grt: 261 / 15.2
4_1_cts: 250 / 15.2
3_5_place_dp: 504 / 14.2
2_1_floorplan: 73.6 / -
6_report: 253 / 15.2
3_3_place_gp: 501 / 14.2
## kinds of logic after synthesis
| family | count (synthesis) |
|---|---|
| AND/OR/NAND/NOR | 9 |
| AND-OR/OR-AND | 5 |
| latches | 3 |
| other | 1 |
| buffers and inverters | 18 |
| adder cells (fa/ha/maj) | 1 |
| flip-flops | 3 |
| multiplexers | 1 |
## repair_timing
item | in CTS | in global routing
buffers inserted | 1 | 0
hold buffers | 0 | 0
setup endpoints to repair | 1 | 0
## final cells by class
class | instances | area share (%)
clock buffer | 4 | 5.05
inverter | 3 | 2.16
sequential | 6 | 23.1
tap | 46 | 11.1
multi-input combinational | 31 | 35.1
timing repair buffer | 13 | 23.6
## sequential cells by signal, indices dropped and copies added (netlist names)
name           cells
next_state         3
current_state      3
## metal layers
layer / track usage (%) / vias up / share of wire (%)
li1: - / 140 / -
met1: 3.01 / 132 / 42
met2: 3.13 / 16 / 45
met3: 1.14 / 0 / 13
met4: 1.06 / 0 / 0
met5: 0 / - / 0
## Yosys cell counts (2+ instances only)
master	n
inv_1	3
dfrtp_1	3
nor2_1	2
buf_4	15
dlxtn_1	3
nand4bb_1	2
## power breakdown
| part | internal [µW] | total, µW | switching [µW] |
|---|---|---|---|
| Clock | 93.5 | 133 | 39.3 |
| Combinational | 20.5 | 32.6 | 12.1 |
| Sequential | 78.8 | 79.3 | 0.459 |
| Total | 193 | 245 | 51.8 |
Power figures rest on the tool's default switching activity, not on a simulated workload.
